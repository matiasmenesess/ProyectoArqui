## flow/run.sh

```bash
#!/bin/bash
# OpenROAD 26Q1-2900-gdf79404cd8, Yosys 0.63+post, stock flow scripts
make -C /OpenROAD-flow-scripts/flow DESIGN_CONFIG=/design/flow/config.mk WORK_HOME=/design/flow/orfs finish
```

## flow/config.mk

```make
export PLATFORM = sky130hd
export DESIGN_NAME = alu
export DESIGN_NICKNAME = alu
export VERILOG_FILES = /design/flow/design.v
export SDC_FILE = /design/flow/constraint.sdc
export NUM_CORES = 4
export LEC_CHECK = 1
export CORE_UTILIZATION = 30
```

## flow/constraint.sdc

```tcl
current_design alu

set clk_period 29.9
set clk_io_pct 0.2

create_clock -name clk0 -period $clk_period

set non_clock_inputs [all_inputs -no_clocks]
set_input_delay [expr $clk_period * $clk_io_pct] -clock clk0 $non_clock_inputs
set_output_delay [expr $clk_period * $clk_io_pct] -clock clk0 [all_outputs]
```

## flow/design.v

```verilog
module alu (
    input wire [31:0] SrcA,
    input wire [31:0] SrcB,
    input wire [31:0] SrcC, 
    input wire [3:0] ALUControl,
    input wire CarryIn,  
    output reg [31:0] ALUResult,
    output  [3:0] ALUFlags
);
    wire [32:0] sum;  
    always @(*) begin
        case (ALUControl)
            4'b0000: ALUResult = SrcA + SrcB;             
            4'b0001: ALUResult = SrcA - SrcB;             
            4'b0010: ALUResult = SrcB;                    
            4'b0011: ALUResult = SrcA & SrcB;             
            4'b0100: ALUResult = SrcA | SrcB;             
            4'b0101: ALUResult = SrcC - (SrcA * SrcB);    
            4'b0110: ALUResult = SrcA ^ SrcB;             
            4'b0111: ALUResult = ~SrcB;                   
            4'b1000: ALUResult = SrcC + (SrcA * SrcB);    
            4'b1001: ALUResult = SrcB - SrcA;             
            4'b1010: ALUResult = SrcA + SrcB + CarryIn;   
            4'b1011: ALUResult = SrcA - SrcB - ~CarryIn;  
            4'b1100: ALUResult = SrcA * SrcB;             
            default: ALUResult = 32'b0;
        endcase
    end
    assign sum = SrcA + (ALUControl[1] ? ~SrcB + 1 : SrcB); 
    assign neg = ALUResult[31];
    assign zero = (ALUResult == 32'b0);
    assign carry = (ALUControl[1] == 1'b0) & sum[32];
    assign overflow = (ALUControl[1] == 1'b0) & ~(SrcA[31] ^ SrcB[31] ^ ALUControl[0]) & (SrcA[31] ^ sum[31]);
    assign ALUFlags = {neg, zero, carry, overflow};
endmodule
```

==> run summary <==
run results: HP Start ALUControl[1], Post-DRT Antenna Nets 0, distinct lib cells 111, Data arrival, critical path 18290 ps, placed insts 5254, Fill cells 10.3k, Worst Hold Class primary input to output pin, final period utilization 81.2%, max cap viols 0, worst vdd ir 0.000820 V, Die Area 0.0995 mm², Tot Pwr 14.5 mW, via count 29.8k, largest net degree at the start of global routing 47, Internal 5.47 mW, first-pass GRT wire length 205000 µm, relative slew slack 26.3%, PwrDens 444 mW/mm², cells after synthesis 3917, NetSw 9.01 mW, status completed, RSZ-0062 raised after global routing no, drt drc 0, Synth Cell Area 0.0295 mm², Core Area 0.0970 mm², Synth Seq Share 0%, Yosys chip area 0.0295 mm², num sequential 0, setup slack at placement 5740 ps, synth-to-layout area growth 10.6%, Critical Path Fanout Max 20, top cells by area, synth fa_1 28%, ha_1 14%, inv_1 6.4%, Slowest cell on crit path a2111oi_2, Tmin final 24270 ps, Hold Buf Count CTS 0, DRT Pass-1 Iters 19, Hold EP ALUResult[1], startpoint types primary input, initial antenna violation count 4, Seq. cell area 0 µm², endpoints failing setup 0, final hold slack 13150 ps, share of cells above drive strength 1 5.18%, die height 315 µm, Largest type area fraction 28.0%, leakage power 14.5 nW, Remaining Overflow, GRT 0, CP required 23920 ps, vias per std cell 5.66, Post-Route Setup TNS 0 ps, Starting DRT DRC Count 2532, Non-Filler Instances 5257, hold-critical path depth 5, tool warnings 127, GRT Util Overall 29.3%, logic area 0.0266 mm², FMAX 41.2 MHz, Final Max Tran Viols 0, row cnt 114, most common cell in the netlist inv_1, routability cong. 1.04, detailed placement HPWL 115000 µm, slowest stage delay, CP 680 ps, clock buf count 0, IO Port Bufs 137, number of synthesis warnings 5, leading area contributor after synthesis fa_1, cells in synth_stat.txt 3917, Hold Fails Final Rpt 0, synth cell count leaders 500 x inv_1, 483 x nor2_1, 423 x nand2_1, CP Class primary input to output pin, Setup crit end kind output pin, drt wl/cell 26.8 µm, Worst Tran Pin Value 1090 ps, post-CTS setup buffer count 0, io pins 137, CP most frequent cell fa_1, post-CTS sizing 0, Die X-Extent 315 µm, PnR worst setup slack 5630 ps, FP Core Util 30.4%, vias in the first global route 30.1k, switching share of total power 62.2%, Syn Area/Cell 7.52 µm², total detailed-routing wirelength 141000 µm
==> cell type report <==
class,count,share of cell area (%)
Antenna cell,3,0.0230
Inverter,533,6.14
Multi-Input combinational cell,3175,81.7
Tap cell,1276,4.90
Timing Repair Buffer,270,7.24
==> how the worst max path moves through the flow <==
stage,startpoint,end,slack [ps],cells after the start
global route,SrcA[6],ALUFlags[2],4970,41
finish,SrcB[3],ALUFlags[2],5630,38
CTS,SrcA[6],ALUFlags[2],5720,40
==> power groups by stage <==
stage                 clock, mW  sequential [mW]  combinational (mW)
after global routing          0                0                15.5
after CTS                     0                0                14.0
==> logic make-up (layout without fill, tap and decap cells) <==
| family | Yosys count | in the layout | share of synthesized area, % |
|---|---|---|---|
| adder cells (fa/ha/maj) | 730 | 730 | 41.5 |
| buffers and inverters | 742 | 803 | 9.80 |
| AND-OR/OR-AND | 833 | 833 | 19.6 |
| other | 0 | 3 | 0 |
| XOR/XNOR | 268 | 268 | 8.04 |
| AND/OR/NAND/NOR | 1330 | 1330 | 20.6 |
| multiplexers | 14 | 14 | 0.484 |
==> worst max-delay path, delay by kind of cell <==
| kind | cells | cell delay [ps] |
|---|---|---|
| AND-OR/OR-AND | 8 | 2160 |
| XOR/XNOR | 1 | 150 |
| adder cells (fa/ha/maj) | 10 | 4120 |
| buffers and inverters | 6 | 1980 |
| AND/OR/NAND/NOR | 13 | 3820 |
==> routing by layer <==
metal	wire (µm)	vias to the layer above	track usage (%)
li1	-	13300	-
met1	58100	14600	39.3
met2	61300	1521	44.2
met3	16300	279	11.4
met4	5180	10	8.84
met5	215	-	0.616
==> layout by cell type, fill, tap and decap left out, types with 20 or more instances in the layout <==
cell type,count
a21oi_1,172
o31ai_1,30
clkdlybuf4s50_1,135
o21bai_1,27
or3_1,30
clkinv_1,25
a31oi_1,20
xor2_1,54
nor2_1,482
inv_1,500
nand4_1,37
nand3_1,76
a211oi_1,38
o21ai_0,173
xnor2_1,212
ha_1,318
nand2_1,423
nor4_1,41
and3_1,24
fa_1,412
a221oi_1,38
a211o_1,21
nor3_1,68
nor2b_1,32
o221ai_1,33
buf_4,133
o211ai_1,49
a21o_1,42
==> metrics by stage <==
stage                     instance area (µm²)  util (%)
after global placement                  32600      33.6
final                                   32600      33.6
after CTS                               32600      33.6
after detailed placement                32600      33.6
after global routing                    32600      33.6
after floorplan                         29500         -
Power figures rest on the tool's default switching activity, not on a simulated workload.
