--- /design/flow/run.sh ---
#!/bin/bash
# OpenROAD 26Q1-2900-gdf79404cd8, Yosys 0.63+post, stock flow scripts
make -C /OpenROAD-flow-scripts/flow DESIGN_CONFIG=/design/flow/config.mk WORK_HOME=/design/flow/orfs finish
--- /design/flow/config.mk ---
export PLATFORM = sky130hd
export DESIGN_NAME = dmem
export DESIGN_NICKNAME = dmem
export VERILOG_FILES = /design/flow/design.v
export SDC_FILE = /design/flow/constraint.sdc
export NUM_CORES = 4
export LEC_CHECK = 1
export CORE_UTILIZATION = 40
export SYNTH_MEMORY_MAX_BITS = 65536
--- /design/flow/constraint.sdc ---
current_design dmem

set clk_period 70.2
set clk_io_pct 0.2

create_clock -name clk0 -period $clk_period [get_ports {clk}]

set non_clock_inputs [all_inputs -no_clocks]
set_input_delay [expr $clk_period * $clk_io_pct] -clock clk0 $non_clock_inputs
set_output_delay [expr $clk_period * $clk_io_pct] -clock clk0 [all_outputs]
--- /design/flow/design.v ---
module dmem (
	clk,
	we,
	a,
	wd,
	rd
);
	input wire clk;
	input wire we;
	input wire [31:0] a;
	input wire [31:0] wd;
	output wire [31:0] rd;
	reg [31:0] RAM [255:0];
	assign rd = RAM[a[31:2]];
	always @(posedge clk)
		if (we)
			RAM[a[31:2]] <= wd;
endmodule
==> out/qor.yml <==
die:
  placementRows: 322
  chipArea_sq_um: 774000
  die_y_um: 880
  fp_util: 0.401
  fp.coreArea_sq_um: 768000
  boundaryPins: 98
  fp.dieW_um: 880
flow_run:
  cap_violations: 0
  stage_log_warnings: 53
sta:
  fmax_ghz: 0.0269
  post-route-period-util: 0.529
  tightest_slew_ns: 1.35
  max-slew-margin-rel: 0.0881
  tns_ns: 0
  grt_setup_unrepaired: "false"
  setup_viol: 0
  finalHoldViolations: 0
  slew_violations: 0
  fin_crit_ns: 37.16
power:
  comb_power_share: 0.049
  power.switching_mw: 2.14
  ir_drop_mv: 0.0261
  intPower_mw: 7.77
  powerDensity_nw_per_um2: 28.1
  p_clk_frac: 0.407
  seq_power_share: 0.544
  netSwitchingFraction: 0.216
  p_leak_nw: 107
placement:
  place_hpwl_mm: 477
  placed_area_sq_um: 328000
  gp_congestion: 0.904
  portBuffers: 73
final_layout:
  largest_reg_flops: 8192
  fin_util: 0.459
  fillerInstances: 61900
  drive_gt1_frac: 0.294
  final_cell_area_sq_um: 352000
  lay_top_cells: "edfxtp_1, mux4_2, a22oi_1"
  layout_top_cell: "edfxtp_1"
  synthToLayoutAreaGrowth_pct: 14.3
detailed_routing:
  ant_nets: 0
  drc_errors: 0
  routedWlPerCell_um: 33.8
  drt-total-wl_mm: 839
  routed_via_density: 5.79
  firstDrtPassIters: 5
  drt_iter0_drc: 9037
  vias: 144000
setup_path:
  worstPathArrival_ns: 23.12
  critical_path_class: "input pin to output pin"
  worstPathRequired_ns: 56.16
  critPathMaxFanout: 52
  cp-end-kind: "output pin"
  start_kind: "input pin"
global_route:
  grt_pass1_vias: 160000
  grt_pass1_wl_mm: 1180
  antenna_found_initial: 34
  grt_use_met3: 0.222
  grt_start_max_net_pins: 113
  grtUsageTotal: 0.240
  top_usage_layer: "met2"
  grtUsageMet2: 0.336
  grtUsageMet1: 0.260
  grt.overflow.total: 0
clock_network:
  cts_sinks: 8192
  cts_buffer_depth: 4
  htree_levels: 6
  cts_hold_buf: 0
  clk_pin_slew_worst_paths_ns: 0.06
  ctsRootBufferMaster: "clkbuf_16"
  cts_tree: "built"
  cts_buffers: 795
  cts_resized: 0
  cts_setup_buffers: 0
synthesis:
  syn_inst: 13100
  simple_gate_share: 0.00490
  ys.flops: 8192
  top_logic_kind: "multiplexers"
  synth_area_sq_um: 308000
  aoi_share: 0.0369
  yosys.stat.seqShare: 0.798
  top_area_cell: "edfxtp_1"
  top_area_frac: 0.798
  synth.distinct_cells: 21
  yosys_area_sq_um: 308000
  yosys-mux-area-fraction: 0.150
  yosysWarnings: 1
  synth_stat.cells: 13100
  topCellsByArea: "edfxtp_1, mux4_2, a22oi_1, a21oi_1, clkbuf_1"
  syn_area_per_cell_sq_um: 23.6
  adder_share: 0
  xor_area_frac: 0
worst_hold_path:
  hold_path_startpoint: "wd[27]"
  hold_path_end: "RAM[102][27]"
  min_path_cells: 1
  hp-class: "input pin to register"
run_status:
  status: "complete, no violations"
-- logic make-up (layout without fill, tap and decap cells) --
family | count (synthesis) | after routing
other | 0 | 27
buffers and inverters | 797 | 2331
DFF | 8192 | 8192
and+or+nand+nor | 354 | 354
muxes | 2048 | 2048
AOI/OAI and AO/OA | 1664 | 1664
-- critical path: stages --
cell and delay, ns:
buf_16 0.31, buf_4 0.51, buf_4 0.62, buf_4 0.63
buf_4 0.61, buf_4 0.64, buf_4 0.63, buf_4 0.63
buf_4 0.69, buf_4 0.68, mux4_2 0.60, a22oi_1 0.26
a21oi_1 0.24, o41ai_2 0.32, buf_4 0.24, nand4_1 0.61
clkdlybuf4s50_1 0.62
-- area by class of cell --
type | count | area, sq um | share of cell area
sequential | 8192 | 246000 | 0.698
multi-input combinational | 4066 | 61900 | 0.176
clock buffer | 1005 | 20700 | 0.0587
tap | 10200 | 12800 | 0.0362
timing repair buffer | 892 | 7290 | 0.0207
clock inverter | 433 | 3720 | 0.0106
antenna | 27 | 67.6 | 0.000192
inverter | 1 | 3.75 | 0.0000107
-- power by group through the flow --
stage         Combinational [mW]  Clock [mW]  Sequential [mW]
CTS                        0.484        4.10             5.39
global route               0.513        4.28             5.39
finish                     0.481        4.03             5.39
-- metal layers --
| metal | vias to the layer above | wire length [um] |
|---|---|---|
| met4 | 46 | 38900 |
| met3 | 1369 | 175000 |
| li1 | 58700 | - |
| met5 | - | 2300 |
| met2 | 10000 | 380000 |
| met1 | 73400 | 243000 |
-- worst max path at each step --
stage	startpoint	endpoint	slack, ns	cells past startpoint
4_1_cts	a[2]	rd[18]	32.78	17
5_1_grt	a[2]	rd[18]	32.09	17
6_report	a[2]	rd[8]	33.04	17
-- stage by stage --
step	instances	setup slack, ns	total power [mW]	hold WS [ns]
global placement	23400	32.67	5.97	14.44
detailed placement	23400	32.81	5.98	14.45
finish	24800	33.04	9.91	13.27
CTS	24800	32.78	9.98	13.19
global route	24800	32.09	10.2	13.23
floorplan	13100	40.26	5.73	14.14
-- synth_stat cells --
master,number
buf_6,4
edfxtp_1,8192
buf_4,21
nor2_1,232
nand3_1,13
clkbuf_1,498
a22oi_1,1024
nand2_1,28
inv_1,1
o41ai_1,128
mux4_2,2048
or2_2,2
a21oi_1,512
or3_1,1
nand2b_1,6
nor2b_1,7
buf_2,209
and2_1,3
nand4_1,32
nor3_1,30
buf_1,64
Power is estimated from default activity; no workload was simulated.
