===== flow/design.v =====
module regfile (
	clk,
	we3,
	ra1,
	ra2,
	wa3,
	wd3,
	r15,
	rd1,
	rd2
);
	input wire clk;
	input wire we3;
	input wire [3:0] ra1;
	input wire [3:0] ra2;
	input wire [3:0] wa3;
	input wire [31:0] wd3;
	input wire [31:0] r15;
	output wire [31:0] rd1;
	output wire [31:0] rd2;
	reg [31:0] rf [14:0];
	always @(negedge clk)
		if (we3)
			rf[wa3] <= wd3;
	assign rd1 = (ra1 == 4'b1111 ? r15 : rf[ra1]);
	assign rd2 = (ra2 == 4'b1111 ? r15 : rf[ra2]);
endmodule

===== flow/run.sh =====
#!/bin/bash
# OpenROAD 26Q1-2900-gdf79404cd8, Yosys 0.63+post, stock flow scripts
make -C /OpenROAD-flow-scripts/flow DESIGN_CONFIG=/design/flow/config.mk WORK_HOME=/design/flow/orfs finish

===== flow/config.mk =====
export PLATFORM = sky130hd
export DESIGN_NAME = regfile
export DESIGN_NICKNAME = regfile
export VERILOG_FILES = /design/flow/design.v
export SDC_FILE = /design/flow/constraint.sdc
export NUM_CORES = 4
export LEC_CHECK = 1
export CORE_UTILIZATION = 40

===== flow/constraint.sdc =====
current_design regfile

set clk_period 5.4
set clk_io_pct 0.2

create_clock -name clk0 -period $clk_period [get_ports {clk}]

set non_clock_inputs [all_inputs -no_clocks]
set_input_delay [expr $clk_period * $clk_io_pct] -clock clk0 $non_clock_inputs
set_output_delay [expr $clk_period * $clk_io_pct] -clock clk0 [all_outputs]

==> flow_summary.ini <==
; generated from flow reports
[detailed_routing]
wl_per_cell_um = 23.0
diodes = 0
ant_nets = 0
drc = 0
via_count = 16472
routed_wl_um = 68200
detail_route.vias_per_cell = 5.55
dr.first_iter.drc_count = 954
drtPass1Iterations = 5

[final_layout]
drive_gt1_share_pct = 26.5
final_common_cell = inv_1
reg.largest.list = rf (480)
largest_reg_flops = 480
top_register = rf
final_area_um2 = 30500
area_growth_pct = 31.8
layout_top_cells = 494 x inv_1, 480 x edfxtp_1, 198 x mux2i_1

[clocking]
hold_buffers = 0
clock-sinks = 480
clk_pin_slew_ns = 0.03
tritoncts = yes
cts_buffers = 53
htreeDepth = 2
cts.root.buffer_cell = clkbuf_16
cts.path.max_buffers = 3

[logic_synthesis]
flop_cell = edfxtp_1
ys_seq_share_pct = 62.3
avgSynthCellArea_um2 = 15.4
yosys_warnings = 1
synth_cell_type_count = 46
edf_count = 480
ys_chip_area_um2 = 23100
syn_area_um2 = 23100
yosys_cells = 1498
async_flop_share_pct = 0
ys.flops = 480
synthCells = 1498

[place]
portBuffers = 141
placed_area_um2 = 26200
post-dp-hpwl_um = 40500
gp_congestion = 0.862

[sta]
rsz0062_at_grt = true
worstMarginPinSlew_ns = 0.746
maxSlewViolCount = 0
setup_ws_ns = -0.528
max_slew_margin_pct = 50.2
timing.hold.ws_ns = 2.71
final-hold-violation-count = 0
final-setup-viol-count = 64

[floorplanning]
die_y_um = 242
die_x_um = 242
die-area_um2 = 58800
io_pins = 142
rows = 87
core-area_um2 = 56700
initCoreUtil_pct = 40.8

[global_route]
antenna_found_initial = 1
gr-total-overflow = 0
use_met3_pct = 17.5
grt_util_met1_pct = 29.6
grt_max_degree = 77
busiest_layer = met2
grt_pass1_vias = 18439
grt_pass1_wl_um = 102000
grt.met2_usage_pct = 37.3
track_usage_pct = 25.3

[worst_setup_path]
cp_slowest_cell = mux4_2
cp_max_fo = 2
worstSetupPathType = flip-flop to primary output
start_kind = flip-flop
max_stage_delay_ns = 0.47
cp_data_arrival_time_ns = 4.85
crit_chain = mux4_2, mux2i_1, or2_4, a31oi_1, buf_4, buf_2
crit_path_end_kind = primary output
path_delay_family = multiplexers
required_ns = 4.32
cp_num_buf_inv = 2

[hold_path]
whs_path_depth = 4
min_to = rd2[28]
hp-start = ra2[2]
min_path_type = input pin to primary output

[flow_run]
warnings = 508
drv_cap = 0

[outcome]
status = finished with violations
violations = setup timing

[pwr]
leakage_nw = 12.3
ir_drop_mv = 0.230
powerDensity_nw_per_um2 = 331
[report_power, final]
group / internal (mW) / switching [mW] / leakage (nW)
logic: 0.450 / 0.529 / 4.61
registers: 4.22 / 0.0298 / 4.34
clock network: 2.58 / 2.30 / 3.39
total: 7.24 / 2.85 / 12.3
[how the worst max path moves through the flow]
| stage | from | end | cells after the start |
|---|---|---|---|
| 4_1_cts | rf[7][30]$_DFFE_NP_ | rd2[30] | 5 |
| 6_report | rf[7][13]$_DFFE_NP_ | rd2[13] | 6 |
| 5_1_grt | rf[7][13]$_DFFE_NP_ | rd2[13] | 6 |
[cell families (layout without fill, tap and decap cells)]
group	count (synthesis)	count (layout)	synth area share [%]
muxes	348	348	20.3
buffers and inverters	134	850	3.25
and+or+nand+nor	214	214	4.55
DFF	480	480	62.3
AOI/OAI and AO/OA	322	322	9.56
[metal layers]
metal | vias up | share of wire (%)
met1 | 7944 | 36
met4 | 4 | 2.3
li1 | 7497 | -
met3 | 105 | 13
met2 | 922 | 49
met5 | - | 0.067
[timing repair]
action,CTS,global route
endpoints found under the hold margin,0,0
pin swaps,122,58
buffers inserted,18,10
resized,338,53
setup endpoints to repair,64,64
[cell type report]
type,count,area [µm²]
clock buffer,53,1330
clock inverter,517,2170
fill,4416,26200
inverter,4,15.0
multi-input combinational,884,9050
sequential,480,14400
tap,756,946
timing repair buffer,276,2540
[Yosys cell counts, types with 7 or more instances]
cell type  number  share of area [%]
nand3_1         8               0.17
o2111ai_1      14               0.53
a221oi_1       23               0.87
buf_6          13               0.63
edfxtp_1      480                 62
nand2_1        53               0.86
o32ai_1        12               0.45
nor2_1         57               0.93
a21o_1         12               0.39
o21ai_0        74                1.6
a222oi_1       12               0.52
a31oi_1        47                1.3
a211oi_1       23               0.75
o22ai_1        39                1.1
nor2b_1        36               0.97
buf_2          40               0.87
a22oi_1        26               0.84
nor3_1          9               0.19
a21oi_1         7               0.15
or2_2          14               0.38
mux2i_1       199                8.6
mux4_2         91                8.9
buf_4          27               0.88
mux2_2         57                2.8
or3_1          20               0.54
clkbuf_1       44               0.71
[through the flow]
stage | setup TNS (ns) | util, % | worst slack, ns | std cells | total power [mW]
floorplan | -127.48 | - | -0.407 | 1498 | 5.28
finish | -22.60 | 53.7 | -0.528 | 2970 | 10.1
CTS | -24.37 | 53.1 | -0.593 | 2961 | 10.2
detailed placement | -36.71 | 46.2 | -0.202 | 2379 | 5.74
global route | -28.63 | 53.7 | -0.646 | 2970 | 10.7
global placement | -35.53 | 46.2 | -0.234 | 2379 | 5.74
[tightest hold or removal path, cell delays in order]
cell	delay, ns
buf_4	0.23
nand2_1	0.11
a31oi_1	0.07
buf_2	0.11
Power is estimated from default activity; no workload was simulated.
